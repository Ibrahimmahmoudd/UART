===== design.v =====
module baud_gen(
    input wire clk, reset,
    output reg baud_pulse, sample_pulse
);
    reg [15:0] baud_count;
    reg [15:0] sample_count;
    always @(posedge clk or posedge reset) begin
        if (reset) begin
            baud_count <= 0;
            sample_count <= 0;
            baud_pulse <= 0;
            sample_pulse <= 0;
        end else begin
            if (baud_count == 5207) begin
                baud_count <= 0;
                baud_pulse <= 1;
            end else begin
                baud_count <= baud_count + 1;
                baud_pulse <= 0;
            end
            if (sample_count == 324) begin
                sample_count <= 0;
                sample_pulse <= 1;
            end else begin
                sample_count <= sample_count + 1;
                sample_pulse <= 0;
            end
        end
    end
endmodule
module uart(
    input wire clock, reset, start, rx_in, input wire [7:0] send_data,
    output wire busy, tx_out, rx_done, rx_fail, output wire [7:0] rx_data);
    wire baud_signal;
    wire sample_signal;
    baud_gen bg(
        .clk(clock),
        .reset(reset),
        .baud_pulse(baud_signal),
        .sample_pulse(sample_signal)
    );
    tx_unit tx(
        .clock(clock),
        .rst(reset),
        .tick(baud_signal),
        .data_in(send_data),
        .go(start),
        .serial_out(tx_out),
        .is_busy(busy)
    );
    rx_unit rx(
        .clk(clock),
        .reset(reset),
        .sample_tick(sample_signal),
        .rx_in(rx_in),
        .data_out(rx_data),
        .ready(rx_done),
        .err(rx_fail)
    );
endmodule
module rx_unit(
    input wire clk,reset, sample_tick,rx_in,
    output reg [7:0] data_out, output reg ready, err);
    reg [3:0] rx_phase;
    reg [3:0] samples;
    reg [3:0] bits;
    reg [7:0] buffer;
    always @(posedge clk or posedge reset) begin
        if (reset) begin
            rx_phase <= 0;
            data_out <= 0;
            ready <= 0;
            err <= 0;
            samples <= 0;
            bits <= 0;
            buffer <= 0;
        end else if (sample_tick) begin
            case (rx_phase)
                0: if (rx_in == 0) begin
                    rx_phase <= 1;
                    samples <= 0;
                end
                1: begin
                    samples <= samples + 1;
                    if (samples == 7) begin
                        if (rx_in == 0) begin
                            rx_phase <= 2;
                            samples <= 0;
                            bits <= 0;
                        end else begin
                            rx_phase <= 0;
                        end
                    end
                end
                2: begin
                    samples <= samples + 1;
                    if (samples == 15) begin
                        buffer <= {rx_in, buffer[7:1]};
                        bits <= bits + 1;
                        samples <= 0;
                        if (bits == 7) rx_phase <= 3;
                    end
                end
                3: begin
                    samples <= samples + 1;
                    if (samples == 15) begin
                        if (rx_in == 1) begin
                            data_out <= buffer;
                            ready <= 1;
                            rx_phase <= 0;
                        end else begin
                            err <= 1;
                            rx_phase <= 0;
                        end
                    end
                end
            endcase
        end
    end
    always @(posedge clk) begin
        if (ready) ready <= 0;
        if (err) err <= 0;
    end
endmodule
module tx_unit
    ( input wire clock, rst, tick, go ,input wire [7:0] data_in,        
    output reg serial_out, is_busy);
    reg [3:0] state;
    reg [7:0] shift;
    reg [3:0] bit_pos;
    always @(posedge clock or posedge rst) begin
        if (rst) begin
            state <= 0;
            serial_out <= 1;
            is_busy <= 0;
            shift <= 0;
            bit_pos <= 0;
        end else begin
            case (state)
                0: if (go) begin
                    shift <= data_in;
                    state <= 1;
                    is_busy <= 1;
                end
                1: if (tick) begin
                    serial_out <= 0;
                    state <= 2;
                    bit_pos <= 0;
                end
                2: if (tick) begin
                    serial_out <= shift[0];
                    shift <= shift >> 1;
                    bit_pos <= bit_pos + 1;
                    if (bit_pos == 7) state <= 3;
                end
                3: if (tick) begin
                    serial_out <= 1;
                    state <= 0;
                end
            endcase
        end
    end
endmodule

===== run.sh =====
#!/bin/bash
# OpenROAD 26Q1-2900-gdf79404cd8, Yosys 0.63+post, stock flow scripts
make -C /OpenROAD-flow-scripts/flow DESIGN_CONFIG=/design/flow/config.mk WORK_HOME=/design/flow/orfs finish

===== config.mk =====
export PLATFORM = sky130hd
export DESIGN_NAME = uart
export DESIGN_NICKNAME = uart
export VERILOG_FILES = /design/flow/design.v
export SDC_FILE = /design/flow/constraint.sdc
export NUM_CORES = 4
export LEC_CHECK = 1
export CORE_UTILIZATION = 40

===== constraint.sdc =====
current_design uart

set clk_period 2.4
set clk_io_pct 0.2

create_clock -name clk0 -period $clk_period [get_ports {clock}]

set non_clock_inputs [all_inputs -no_clocks]
set_input_delay [expr $clk_period * $clk_io_pct] -clock clk0 $non_clock_inputs
set_output_delay [expr $clk_period * $clk_io_pct] -clock clk0 [all_outputs]

==> flow_summary_export.csv <==
group,metric,value,unit
run_status,status,"finished, final reports clean",
critical_path,cp.arrival,2.16,ns
sta,fin_setup_tns,0,ns
routing,m1WireLength,3070,um
yosys,synth_area,3660,sq um
routing,top_layer_used,"met4",
placed_design,port_buffers,21,
layout,area_delta_synth_final,16.7,%
clock_network,postCtsSetupRepairBufs,0,
placed_design,place.detailed.hpwl,4270,um
yosys,ys_seq_elements,80,
yosys,edf_count,0,
pwr,p_leak,1.91,nW
routing,postRouteAntennaNets,0,
yosys,yosysSeqAreaShare,0.549,
clock_network,htreeDepth,3,
die,placeableCoreArea,8810,sq um
clock_network,cts_root_buffer,"clkbuf_8",
yosys,avgSynthCellArea,10.7,sq um
routing,vias,2516,
routing,route.met3.wl,287,um
routing,diodes,0,
routing,avgRoutedWirePerCell,12.8,um
sta,period_needed,1.92,ns
routing,via_per_inst,5.20,
clock_network,cts_tree,"yes",
sta,hold_viol_final,0,
yosys,synth_cell_types,49,
clock_network,cts_resized,0,
layout,drive_gt1_frac,0.133,
clock_network,cts.clk_slew.worst_paths,0.09,ns
flow_run,max_cap_viol_count,0,
yosys,ff_type,"dfrtp_1",
critical_path,cp-start-kind,"flop",
global_route,track_usage,0.146,
critical_path,criticalPathCategory,"reg -> reg",
sta,finalClockSkew,0.0108,ns
routing,drt_iter0_drc,79,
critical_path,critPathMaxFanout,13,
die,fp-utilization,0.415,
sta,min_period_over_period,0.801,
die,dieArea,9530,sq um
clock_network,clk_latency,0.34,ns
sta,final_max_slew_viol_count,0,
pwr,max-vdd-ir-drop,0.000345,V
die,num_rows,34,
die,die_w,97.6,um
sta,worst_slew_pin_slew,0.632,ns
flow_run,warning_count,26,
placed_design,dp.cells,468,
die,io-pin-count,24,
sta,grt_setup_unrepaired,"no",
critical_path,critPathRequiredTime,2.64,ns
yosys,syn_inst,341,
placed_design,place_congestion,0.781,
min_path,hp-class,"reg -> reg",
yosys,ys_area,3660,sq um
global_route,grt_pass1_wl,11000,um
clock_network,cts_hold_buffers,0,
routing,dr.pass1.iters,20,
pwr,p_per_area,601,nW/um^2
routing,routed_wl,6180,um
sta,fmax,520,MHz
routing,route.detailed.drc,0,
global_route,grt_max_degree,33,
sta,setup_viol,0,
die,die_h,97.6,um
routing,met2WireLength,2770,um
global_route,grt_pass1_vias,2391,
clock_network,cts_buffers,9,
clock_network,cts_sinks,80,
sta,slew_headroom,0.574,
clock_network,ctsLongestPathBuffers,2,
critical_path,critPathCaptureType,"flop",
yosys,synth_warnings,7,
global_route,antenna_found_initial,0,
global_route,gr-total-overflow,0,
yosys,ys_cells,341,
layout,fin_cells,484,
yosys,async_flop_share,1.00,
[flip-flops by register name, indices dropped and copies added, names as in the netlist]
signal           flops
tx.state             4
rx.data_out          8
bg.sample_pulse      1
rx.buffer            8
tx.is_busy           1
bg.baud_pulse        1
rx.samples           4
tx.bit_pos           4
rx.rx_phase          4
tx.serial_out        1
bg.sample_count     16
bg.baud_count       16
tx.shift             8
rx.bits              4
[synth_stat cells, types with 2 or more instances]
cell type / instances / area, sq um
xnor2_1: 13 / 114
nand2_1: 41 / 154
nand2b_1: 7 / 43.8
a21oi_1: 9 / 45.0
buf_1: 2 / 7.51
nor3_1: 4 / 20.0
nand4_1: 6 / 37.5
or3_1: 4 / 25.0
or4_1: 2 / 15.0
o21ai_0: 15 / 75.1
o31ai_1: 2 / 15.0
nor2b_1: 5 / 31.3
dfstp_2: 3 / 78.8
a31oi_1: 2 / 12.5
nand3_1: 22 / 110
and3_1: 6 / 37.5
dfrtp_1: 77 / 1930
xor2_1: 9 / 78.8
clkbuf_1: 4 / 15.0
nor2_1: 27 / 101
inv_1: 11 / 41.3
buf_4: 3 / 22.5
or3b_2: 2 / 17.5
a21boi_0: 2 / 15.0
ha_1: 6 / 75.1
nand3b_1: 2 / 15.0
mux2_2: 18 / 203
a22o_1: 4 / 35.0
nor4b_1: 4 / 35.0
mux2i_1: 10 / 100
[layer usage]
metal  track usage  vias up
met5             0        -
met1         0.234     1226
met3        0.0381        4
met4        0.0128        0
li1              -     1252
met2         0.219       34
[logic make-up after synthesis]
logic type / Yosys count / share of synthesized area
adders and majority gates: 6 / 0.0205
DFF: 80 / 0.549
muxes: 28 / 0.0828
AOI/OAI and AO/OA: 43 / 0.0743
xor gates and xnor gates: 22 / 0.0527
buffers and inverters: 21 / 0.0250
and+or+nand+nor: 140 / 0.195
other: 1 / 0.00103
[metrics by stage]
step	setup WS (ns)	util	hold slack, ns	cell area, sq um	power (mW)
floorplan	0.628	-	0.408	3660	1.45
global placement	0.290	0.458	0.454	4040	1.49
detailed placement	0.266	0.458	0.457	4040	1.49
CTS	0.516	0.485	0.476	4270	2.62
global route	0.345	0.485	0.487	4270	2.69
finish	0.477	0.485	0.474	4270	2.56
[report_power, final]
| part | switching (mW) | total (mW) | internal [mW] | leakage [nW] |
|---|---|---|---|---|
| Combinational | 0.0428 | 0.0826 | 0.0398 | 0.764 |
| Clock | 0.484 | 1.10 | 0.617 | 0.109 |
| Sequential | 0.0117 | 1.38 | 1.37 | 1.03 |
| Total | 0.539 | 2.56 | 2.03 | 1.91 |
[critical path, cell delays in order, from the launching register on]
cell and delay (ns):
dfrtp_1 0.51, or3_1 0.46, a21boi_0 0.48, o21ai_0 0.17, a22o_1 0.19
[area by class of cell]
class | instances | area (sq um)
clock buffers | 10 | 138
clock inverters | 6 | 92.6
fillers | 797 | 4540
inverters | 11 | 45.0
multi-input cells | 241 | 1560
flip-flops and latches | 80 | 2010
well taps | 108 | 135
repair buffers | 28 | 288
[cell usage in the layout (no fill, tap or decap), types with 9 or more instances in the layout]
| cell type | instances |
|---|---|
| dfrtp_1 | 77 |
| nand2_1 | 41 |
| nor2_1 | 27 |
| nand3_1 | 22 |
| clkdlybuf4s50_1 | 21 |
| mux2_2 | 18 |
| o21ai_0 | 15 |
| xnor2_1 | 13 |
| inv_1 | 10 |
| mux2i_1 | 10 |
| clkbuf_8 | 10 |
| a21oi_1 | 9 |
| xor2_1 | 9 |
[final timing paths]
path	startpoint	end	slack, ns	cells after the start
setup / recovery	rx.rx_phase[1]	rx.samples[2]	0.48	4
hold / removal	bg.baud_count[15]	bg.baud_count[15]	0.47	1
setup reg to reg	rx.rx_phase[1]	rx.samples[2]	0.48	4
hold reg to reg	bg.baud_count[15]	bg.baud_count[15]	0.47	1
max in group asynchronous	reset	tx.serial_out	1.34	3
min in group asynchronous	reset	rx.data_out[4]	0.50	2
Power is estimated from default activity; no workload was simulated.
